File: run.sh
#!/bin/bash
# OpenROAD 26Q1-2900-gdf79404cd8, Yosys 0.63+post, stock flow scripts
make -C /OpenROAD-flow-scripts/flow DESIGN_CONFIG=/design/flow/config.mk WORK_HOME=/design/flow/orfs finish
File: config.mk
export PLATFORM = sky130hd
export DESIGN_NAME = Coarse_Time_Synch
export DESIGN_NICKNAME = Coarse_Time_Synch
export VERILOG_FILES = /design/flow/design.v
export SDC_FILE = /design/flow/constraint.sdc
export NUM_CORES = 4
export LEC_CHECK = 1
export CORE_UTILIZATION = 40
File: constraint.sdc
current_design Coarse_Time_Synch

set clk_period 36.6
set clk_io_pct 0.2

create_clock -name clk0 -period $clk_period [get_ports {clk}]

set non_clock_inputs [all_inputs -no_clocks]
set_input_delay [expr $clk_period * $clk_io_pct] -clock clk0 $non_clock_inputs
set_output_delay [expr $clk_period * $clk_io_pct] -clock clk0 [all_outputs]
File: design.v
`timescale 1ns / 1ps
module Coarse_Time_Synch(
   input clk, rst, cyc_i,
	input ena,
	input [22:0] P_Metric_mag,			 
	input [22:0] R_Metric,				 
	output reg	 Freoff_Est_Comp_ena
    );
reg frm_dec;
wire [22:0] R_Metric_thr = R_Metric >>1;
reg [3:0] smooth_cnt;
wire frm_dec_cmp = (P_Metric_mag > R_Metric_thr) & (|R_Metric_thr[22:8]);
always @(posedge clk) begin
	if(rst)	smooth_cnt <= 4'd0;
	else if (ena) begin
		if (frm_dec_cmp & (~(smooth_cnt == 4'b1111))) smooth_cnt <= smooth_cnt + 1'b1;
		end
	else 		smooth_cnt <= 4'd0;
end
always @(posedge clk) begin
	if(rst)									frm_dec <= 1'b0;
	else if (smooth_cnt == 4'b1111)	frm_dec <= 1'b1;
	else if (~cyc_i) 						frm_dec <= 1'b0;
end
wire plat_dec;
wire signed [16:0] P_diff;
wire 			[15:0] P_in;		 
wire 			[15:0] P_d64;
assign	P_in = P_Metric_mag[22:7];
Delay2n #(.WIDTH(16), .D(64), .B(6)) P_delay64(
	.clk(clk), 
	.rst(rst), 
	.ena(frm_dec),
	.dat_in(P_in),	
	.dat_out(P_d64)
	);
assign P_diff = $signed({1'b0,P_in}) - $signed({1'b0,P_d64});
reg signed [16:0] ins_max; 					 
reg signed [18:0] grp_max, P_diff_acc; 	 
reg [1:0] grp_cnt;
reg [2:0] ins_cnt;
always@ (posedge clk)begin
	if(rst) 		  		grp_cnt <= 3'b000;
	else if (~cyc_i) 	grp_cnt <= 3'b000;
	else if (frm_dec) 		grp_cnt <= grp_cnt + 1'b1;
end
always@ (posedge clk)begin
	if(rst) 		  						P_diff_acc <= 19'd0;
	else if (grp_cnt == 2'b00) 	P_diff_acc <= {{2{P_diff[16]}},P_diff};
	else if (frm_dec) 				P_diff_acc <= P_diff_acc + {{2{P_diff[16]}},P_diff};
end
wire grp_cmp = (grp_max < P_diff_acc) & (grp_cnt == 2'b00);
always@ (posedge clk)begin
	if(rst) 		  			grp_max <= 19'd0;
	else if (~cyc_i) 		grp_max <= 19'd0;
	else if (grp_cmp) 	grp_max <= P_diff_acc;
end
reg grp_cmp_lat;
always@ (posedge clk)begin
	if(rst) 		  						grp_cmp_lat <= 1'b0;
	else if (grp_cnt == 2'b00) 	grp_cmp_lat <= (grp_max < P_diff_acc);
end
wire ins_cmp = (ins_max < P_diff);
always@ (posedge clk)begin
	if(rst) 		  			ins_max <= 20'd0;
	else if (~cyc_i) 		ins_max <= 20'd0;
	else if (ins_cmp) 	ins_max <= P_diff;
end
always@ (posedge clk)begin
	if(rst) 		  		ins_cnt <= 3'b000;
	else if (~cyc_i) 	ins_cnt <= 3'b000;
	else if (ins_cmp) ins_cnt <= 3'b000;
	else if (frm_dec) ins_cnt <= ins_cnt + 1'b1;
end
assign plat_dec = (~grp_cmp_lat)	& (ins_cnt == 3'b111);
always@ (posedge clk)begin
	if(rst) 		  			Freoff_Est_Comp_ena <= 1'b0;
	else if (~cyc_i) 		Freoff_Est_Comp_ena <= 1'b0;
	else if (plat_dec) 	Freoff_Est_Comp_ena <= 1'b1;
end
endmodule
`timescale 1ns / 1ps
module Delay2n #(parameter WIDTH = 32, D = 64, B = 6)(
	input  clk, rst, ena,
	input  [WIDTH-1:0] dat_in,	
	output [WIDTH-1:0] dat_out
);
reg [WIDTH-1:0] dat_ram [D-1:0];
reg [B-1:0]  adr_cnt;
reg 			 dat_val;
assign 	  dat_out  = (dat_val)? dat_ram[adr_cnt]: {WIDTH{1'b0}};
always@ (posedge clk)begin
	if(rst) begin
			adr_cnt <= 0;
		end
	else if (ena) begin
			dat_ram[adr_cnt]	<= dat_in;
			adr_cnt 				<= adr_cnt +1'b1;
		end		
end
always@ (posedge clk)begin
	if(rst) 								dat_val <= 1'b0;
	else if (adr_cnt == {B{1'b1}}) dat_val <= 1'b1;
end
endmodule
==> run summary <==
run metrics: run status finished, final reports clean, Iter 0 DRT Violations between 1500 and 2000, die area about 110000 um2, Vias approximately 22000, DR pass1 iterations 5, GR Overflow Total 0, largest net degree at the start of global routing between 90 and 100, first-pass GRT wire length between 150000 and 200000 um, Num CTS Buffers between 100 and 150, Commonest flop edfxtp_1, Async SR Flop Fraction 0%, final non-filler cell total approximately 4000, critical path arrival around 13000 ps, CTS sink cnt 1104, Die Ht around 340 um, PwrDens 50.63 nW/um2, gpl congestion about 0.86, crit path kind primary input to register, CTS clk-pin slew, worst paths 60 ps, Adder Area Share under 10%, RSZ-0062 raised after global routing false, Root Driver clkbuf_16, number of global-route vias before repair 24096, Worst Setup End Kind register, YS warnings 2, post-route clock period utilization around 33%, Final Hold Viols 0, Max-slew headroom 44.42%, yosys xor share less than 1%, number of max-cap violations 0, post-layout util a little under half, I/O pin count ~51, drt wl/cell 26.25 um, Cell Rows between 100 and 150, DRC Markers 0, Mapped Area 45270 um2, Final setup viols 0, synthesis area per yosys 45270 um2, worst vdd ir around 0.041 mV, post-layout min period ~12000 ps, # resized after CTS 0, # Post-CTS Setup Buffers 0, worst skew pair latency around 690 ps, CTS Buffer Depth 3, overall routing resource usage around a fifth, I/O Buffers 49, Max FO, Critical Path about 49, #FFs+latches synth ~1100, Cells after Synth about 2300, Post-synth area hogs edfxtp_1 (68%), mux4_2 (17%), dfxtp_1 (3.5%), Pins Over Slew Limit 0, syn_area_per_cell between 15 and 20 um2, Fmax between 80 and 90 MHz, Hold Path Class register to register, switching share of power approximately a fifth, yosys simple share 3.223%, initial antenna violation count 10, Setup TNS 0 ps, cell taking the most area after synthesis edfxtp_1, layout cells sized above 1 between 20% and 30%, Die Wd between 300 and 400 um, Via density between 5 and 6, remaining antenna violation count 0, WL final between 100000 and 150000 um, CTS Hold Bufs 0, Setup Skew ~24 ps, ant diodes 0, Synth Seq Share a little under three quarters, CP required 37150 ps, OpenROAD warning count 29, most instantiated logic cells after routing edfxtp_1 (1024), mux4_2 (336), nor2_1 (122), H-tree depth 3, largest family of logic cells by area multiplexers, HPWL after DPL 61720 um, Leakage Power 0.01647 uW, layout overhead on the synthesized area 14.19%, floorplan core density around two fifths, P_int 2088 uW, number of enable flip-flop cells 1024, Area leader share between 60% and 70%, ys cells roughly 2300, Worst Max-Slew Pin Slew 833.7 ps, CP Launch Type primary input, Flop pwr share between 50% and 60%, CTS tree built, Combinational Power Share approximately 4%, Inst Count DP 3831, NetSw roughly 530 uW, Multiplexer share 17.63%, Filler cells roughly 9200, Clk pwr share a little over two fifths, CORE AREA 112300 um2, distinct lib cells approximately 66, aoi share roughly 2.8%, Top cell excl fill/tap edfxtp_1
-- per-stage QoR --
stage / power, uW / hold WS (ps) / cell area (um2) / setup slack (ps)
floorplan: 1472 / 413.0 / 45270 / 25300
global placement: 1510 / 441.4 / 48030 / 23820
detailed placement: 1513 / 448.7 / 48030 / 23660
CTS: 2643 / 457.1 / 51690 / 24420
global route: 2701 / 476.6 / 51690 / 23970
finish: 2617 / 460.0 / 51690 / 24380
-- worst max-delay path: stages --
cell       delay (ps)
buf_2             330
buf_4             490
ha_1              380
a21o_1            180
a21oi_1           320
nor2_1             80
o21a_1            190
o21ai_0           140
nand2b_1           70
a21oi_1           170
xnor2_1           250
inv_1             120
ha_1              300
a21oi_1           130
nand2_1           110
o2111ai_1         140
nand3_1           140
a211o_1           320
a221oi_1          290
o32ai_2           170
a31oi_4           710
mux2i_1           280
nor2_1             60
-- synth_stat cells, drive strengths merged (3+ instances only) --
library cell	number
xnor2	24
mux4	336
ha	93
nand4	15
o211a	3
buf	37
a31oi	4
o21bai	4
o211ai	5
clkbuf	74
edfxtp	1024
nand2	84
or2	3
o21a	10
a41o	3
a211oi	16
and3	6
a21o	33
nand2b	9
a2111oi	3
nor2	135
nor3	14
and2	6
nand3b	5
mux2i	40
nor2b	8
nor4	6
a221oi	9
nor3b	4
nand3	17
a21oi	43
xor2	9
dfxtp	80
a211o	5
o21ai	20
inv	73
-- registers in the layout (all words and copies together), names as in the netlist, named ones only --
register / count
P_delay64.dat_ram: 1024
P_diff_acc: 19
grp_max: 19
ins_max: 17
P_delay64.adr_cnt: 6
smooth_cnt: 4
ins_cnt: 3
grp_cnt: 2
Freoff_Est_Comp_ena: 1
P_delay64.dat_val: 1
frm_dec: 1
grp_cmp_lat: 1
-- cells by family after synthesis --
kind of cell,Yosys count
and+or+nand+nor,322
DFF,1104
buffers and inverters,185
AOI/OAI and AO/OA,172
adders and majority gates,95
muxes,377
xor gates and xnor gates,33
-- final cells by class --
| cell class | count | area (um2) | area share, % |
|---|---|---|---|
| Clock buffer | 133 | 2945 | 5.698 |
| Clock inverter | 74 | 718.2 | 1.389 |
| Inverter | 74 | 277.8 | 0.5374 |
| Multi-Input combinational cell | 999 | 12280 | 23.76 |
| Sequential cell | 1104 | 32370 | 62.61 |
| Tap cell | 1500 | 1877 | 3.631 |
| Timing Repair Buffer | 154 | 1224 | 2.367 |
-- path summary, 6_finish.rpt --
path | from | end | slack (ps) | depth (start not counted)
worst min register to register | grp_max[0]$_SDFFE_PP0P_ | grp_max[0]$_SDFFE_PP0P_ | 460 | 2
worst min-delay path | grp_max[0]$_SDFFE_PP0P_ | grp_max[0]$_SDFFE_PP0P_ | 460 | 2
worst max register to register | register | ins_max[6]$_SDFFE_PP0P_ | 28100 | 29
worst max-delay path | P_Metric_mag[9] | ins_max[6]$_SDFFE_PP0P_ | 24380 | 23
-- metal layers --
layer / up-vias / GRT usage (%) / wire [um]
met1: 11002 / 24.96 / 35040
met2: 1171 / 30.99 / 51480
met3: 160 / 15.13 / 17100
met5: - / 0 / 101
li1: 9696 / - / -
met4: 14 / 3.648 / 2289
-- power by group through the flow --
| stage | combinational, uW | clock (uW) | sequential, uW |
|---|---|---|---|
| after CTS | 102 | 1160 | 1380 |
| after global routing | 114 | 1200 | 1380 |
| final | 101 | 1130 | 1390 |
No activity file was given, so power comes from the tool's default toggle rates.
