$ cat flow/design.v
`timescale 1ns / 1ps
module P_Acc_Sum #(parameter WIDTH = 23)(
	input 			clk,rst,
	input 			ena,
	input 			[15:0] a_Re, a_Im,
	input				[15:0] a_d_Re, a_d_Im,
	output signed  [WIDTH-1:0] sum_out_Im, sum_out_Re
   );
reg [15:0] ia_Re, ia_Im, ia_d_Re, ia_d_Im;
always @(posedge clk)
begin
	if (rst)			begin
		ia_Re 	<= 16'd0;
		ia_Im 	<= 16'd0;
		ia_d_Re	<= 16'd0;
		ia_d_Im	<= 16'd0;
		end
	else if(ena)	begin
		ia_Re 	<= a_Re;
		ia_Im 	<= a_Im;
		ia_d_Re 	<= a_d_Re;
		ia_d_Im 	<= a_d_Im;
		end
end
reg [2*WIDTH-1:0] sum_reg;
always @(posedge clk)
begin
	if (rst)			sum_reg <= {(2*WIDTH){1'b0}};
	else if(ena)	sum_reg <= {sum_out_Im, sum_out_Re};
end
assign sum_out_Re = $signed(sum_reg[WIDTH-1:0]) + $signed({{(WIDTH-16){ia_Re[15]}},ia_Re}) - $signed({{(WIDTH-16){ia_d_Re[15]}},ia_d_Re}); 
assign sum_out_Im = $signed(sum_reg[2*WIDTH-1:WIDTH]) + $signed({{(WIDTH-16){ia_Im[15]}},ia_Im}) - $signed({{(WIDTH-16){ia_d_Im[15]}},ia_d_Im}); 
endmodule
$ cat flow/run.sh
#!/bin/bash
# OpenROAD 26Q1-2900-gdf79404cd8, Yosys 0.63+post, stock flow scripts
make -C /OpenROAD-flow-scripts/flow DESIGN_CONFIG=/design/flow/config.mk WORK_HOME=/design/flow/orfs finish
$ cat flow/config.mk
export PLATFORM = sky130hd
export DESIGN_NAME = P_Acc_Sum
export DESIGN_NICKNAME = P_Acc_Sum
export VERILOG_FILES = /design/flow/design.v
export SDC_FILE = /design/flow/constraint.sdc
export NUM_CORES = 4
export LEC_CHECK = 1
export CORE_UTILIZATION = 40
$ cat flow/constraint.sdc
current_design P_Acc_Sum

set clk_period 9.3
set clk_io_pct 0.2

create_clock -name clk0 -period $clk_period [get_ports {clk}]

set non_clock_inputs [all_inputs -no_clocks]
set_input_delay [expr $clk_period * $clk_io_pct] -clock clk0 $non_clock_inputs
set_output_delay [expr $clk_period * $clk_io_pct] -clock clk0 [all_outputs]
==> impl_metrics.ini <==
; implementation run metrics
[power]
p_switching_mw = 1.42
peakVddDrop_mv = 0.163
pwr-share-seq_pct = 17.4
p_int_mw = 2.06
static-leakage-power_nw = 4.39
p_per_area_mw_per_mm2 = 362
switching_share_pct = 40.8
pwr-share-comb_pct = 71.3
clockPowerShare_pct = 11.3

[run]
warnings = 27
cap_viol_max_count = 0

[yosys]
postSynthSeqShare_pct = 27.4
ff_type = dfxtp_1
synthArstFlopShare_pct = 0
synth_flops = 110
mappedNetlistArea_mm2 = 0.00803
synth-edff-count = 0
synth_chip_area_mm2 = 0.00803
yosysCellCount = 946
syn_inst = 946
syn_avg_cell_area_um2 = 8.49
synth_cell_type_count = 68
ys.warnings.count = 1

[global_routing]
overflow = 0
antenna_found_initial = 1
use_met1_pct = 30.3
use_met2_pct = 27.9
grt_pass1_vias = 5908
grtUsageTotal_pct = 18.6
met3_usage_pct = 2.61
grt_busiest_layer = met1
grt_pass1_wl_um = 29700
grt_max_degree = 69

[clocking]
cts_tree = built
clock-sinks = 110
insertion_delay_ns = 0.36
cts.path.max_buffers = 2
clock_tree.root_cell = clkbuf_16
htree_levels = 3
ctsHoldBuffers = 0
cts_made_buffers = 9
postCtsSetupRepairBufs = 0
post_cts_resized = 0
cts.clk_slew.worst_paths_ns = 0.08

[setup_path]
crit_path_max_fanout = 3
endpoint_kind = output pin
crit_type = flip-flop to output pin
cpLargestDelayFamily = AND-OR/OR-AND gates
crit_chain = inv_1 > fa_1 > inv_1 > fa_1 > a211oi_1 > o21ai_0 > a21oi_1 > o31ai_2 > a311oi_1 > xnor2_1 > clkdlybuf4s50_1
critPathBufInv = 3
worst_ep_required_time_ns = 7.44
slowest_delay_ns = 0.52
cp-start-kind = flip-flop
worstPathArrival_ns = 3.92
critPathSlowestCell = fa_1

[routing]
drtAntennaViolNets = 0
wl_per_cell_um = 13.6
via_count = 6332
drt_wl_total_um = 17700
drtIter0Drc = 264
antenna_cells = 0
drtPass1Iterations = 4
post_drt_via_cell_ratio = 4.87
drc = 0

[timing]
hold_violations = 0
setup_viol = 0
rsz0062_at_grt = false
max_freq_mhz = 173
fin_setup_tns_ns = 0
fin_crit_sh_pct = 62.1
holdWs_ns = 0.492
drv_slew = 0
tightest_slew_ns = 0.755
fin_skew_ns = 0.00895
slew_headroom_pct = 49.4
timing.final.crit_period_ns = 5.78

[floorplanning]
num_rows = 51
die_w_um = 144
io_pins = 113
core_area_mm2 = 0.0196
fp_util_pct = 41.0
die_y_um = 144
dieArea_mm2 = 0.0206

[finish]
logic_area_mm2 = 0.00502
largest_register_ffs = 46
nFillCells = 1911
flow.area_growth_from_synthesis_pct = 20.0
seq_area_mm2 = 0.00220
drive_gt1_share_pct = 3.57

[run_status]
status = complete, no violations

[hold_path]
hold_class = flip-flop to flip-flop

[placement]
gp_congestion = 0.906
dp_hpwl_um = 13300
port_buffers = 112
## metal layers
metal  wire length (um)  vias up
li1                   -     3315
met1               9200     2904
met2               7700      104
met3                649        9
met4                182        0
met5                  0        -
## synth_stat cells (15+ instances only)
cell	count	area, um2
dfxtp_1	110	2200
inv_1	168	631
a21o_1	15	113
mux2i_1	92	921
nor2_1	111	417
xnor2_1	29	254
a21oi_1	33	165
clkbuf_1	28	105
fa_1	44	881
ha_1	48	601
nand2_1	39	146
o21ai_0	30	150
nor3_1	20	100
## final timing paths
| path | start | end | slack, ns | cells after the start |
|---|---|---|---|---|
| max | ia_Re[1]$_SDFFE_PP0P_ | sum_out_Re[16] | 3.52 | 11 |
| min reg2reg | sum_reg[35]$_SDFFE_PP0P_ | sum_reg[35]$_SDFFE_PP0P_ | 0.49 | 2 |
| min | sum_reg[35]$_SDFFE_PP0P_ | sum_reg[35]$_SDFFE_PP0P_ | 0.49 | 2 |
| max reg2reg | ia_Re[1]$_SDFFE_PP0P_ | sum_reg[22]$_SDFFE_PP0P_ | 5.89 | 11 |
## cells by family (layout without fill, tap and decap cells)
family / Yosys count / in the layout / share of synthesized area, %
AND-OR/OR-AND: 165 / 165 / 14.6
XOR/XNOR: 42 / 42 / 4.58
adder cells (fa/ha/maj): 92 / 92 / 18.4
buffers and inverters: 211 / 301 / 10.0
flip-flops: 110 / 110 / 27.4
multiplexers: 93 / 93 / 11.6
AND/OR/NAND/NOR: 233 / 233 / 13.3
## cell type report
class                   instances  area share (%)
clock buffers                  10            2.48
well taps                     265            3.44
clock inverters                 6           0.584
inverters                     169            6.58
multi-input cells             625            52.1
flip-flops and latches        110            22.9
repair buffers                116            11.9
## per-stage QoR
step | util, % | worst slack, ns | total power, mW | cell area (um2) | cells
after floorplan | - | 4.68 | 2.10 | 8030 | 946
final | 49.2 | 3.52 | 3.49 | 9640 | 1301
after global routing | 49.2 | 3.22 | 3.85 | 9640 | 1301
after global placement | 47.7 | 3.91 | 3.11 | 9340 | 1285
after detailed placement | 47.7 | 3.90 | 3.11 | 9340 | 1285
after CTS | 49.2 | 3.49 | 3.54 | 9640 | 1301
## worst reg2reg max path, stage by stage, from the launching register on
cell and delay [ns]:
dfxtp_1 0.33, inv_1 0.06, fa_1 0.52, inv_1 0.06, fa_1 0.47, a211oi_1 0.35, nor2_1 0.15, a41oi_1 0.29
o21ai_1 0.21, a31oi_2 0.30, mux2i_1 0.23, mux2_1 0.33
## power groups by stage
stage | Clock (mW) | Sequential (mW) | Combinational (mW)
CTS | 0.413 | 0.607 | 2.52
global route | 0.429 | 0.618 | 2.80
finish | 0.394 | 0.607 | 2.49
## cell usage in the layout (no fill, tap or decap), drive strengths merged, types with 13 or more instances in the layout
cell           instances
a21oi                 34
a21o                  15
xnor2                 29
nand3                 14
nor2                 111
fa                    44
o21ai                 35
mux2i                 92
nand2                 39
nor3                  20
clkdlybuf4s50        110
xor2                  13
inv                  173
ha                    48
dfxtp                110
Power is estimated from default activity; no workload was simulated.
